### design.v
module string01011_moore (clk, reset, X, Z);
    input clk, reset, X;
    output Z;
    parameter   IDLE    = 5'b00000,  
                S1      = 5'b00001,      
                S2      = 5'b00010,      
                S3      = 5'b00100,      
                S4      = 5'b01000,      
                S5      = 5'b10000;      
    reg [4:0] state, next_state;
    always @(posedge clk, negedge reset) begin
        if (reset == 1'b0)
            state <= S1;
        else begin
            state <= next_state;
        end
    end
    always @(*) begin
        case (state)
            IDLE :
                if (X == 0)
                    next_state = S1;
                else
                    next_state = IDLE;
            S1 :
                if (X == 1)
                    next_state = S2;
                else if (X == 0)
                    next_state = S1;
                else
                    next_state = IDLE;
            S2 :
                if (X == 0)
                    next_state = S3;
                else
                    next_state = IDLE;
            S3 :
                if (X == 1)
                    next_state = S4;
                else if (X == 0)
                    next_state = S1;
                else
                    next_state = IDLE;
            S4 :
                if (X == 1)
                    next_state = S5;
                else if (X == 0)
                    next_state = S3;
                else
                    next_state = IDLE;
            S5 : 
                if (X == 0)
                    next_state = S1;
                else
                    next_state = IDLE;
            default :
                next_state = IDLE;
        endcase
    end
    assign Z = (state == S5) ? 1'b1 : 1'b0;
endmodule
### run.sh
#!/bin/bash
# OpenROAD 26Q1-2900-gdf79404cd8, Yosys 0.63+post, stock flow scripts
make -C /OpenROAD-flow-scripts/flow DESIGN_CONFIG=/design/flow/config.mk WORK_HOME=/design/flow/orfs finish
### config.mk
export PLATFORM = sky130hd
export DESIGN_NAME = string01011_moore
export DESIGN_NICKNAME = string01011_moore
export VERILOG_FILES = /design/flow/design.v
export SDC_FILE = /design/flow/constraint.sdc
export NUM_CORES = 4
export LEC_CHECK = 1
export CORE_AREA = 10 10 70 70
export DIE_AREA = 0 0 80 80
### constraint.sdc
current_design string01011_moore

set clk_period 1.6
set clk_io_pct 0.2

create_clock -name clk0 -period $clk_period [get_ports {clk}]

set non_clock_inputs [all_inputs -no_clocks]
set_input_delay [expr $clk_period * $clk_io_pct] -clock clk0 $non_clock_inputs
set_output_delay [expr $clk_period * $clk_io_pct] -clock clk0 [all_outputs]
==> run notes <==
Physical design

The count of input and output buffers stands at 3. Note that the worst hold path type here is input port to asynchronous set/reset pin. On the critical path the largest part of the delay comes from buffers and inverters. Summed over all nets, the half-perimeter wirelength after detailed placement is 304.2 µm. In the final layout, the fill cell count is between 400 and 500. The adder and majority gate portion of the synthesized area stands at 0.

The die width stands at 80 µm. The registers reported with the highest flop counts are state: 6 flops. Per the STA report, the cell with the highest stage delay on the worst path is clkdlybuf4s50_1.

Listed in order, past its start point the critical path passes clkdlybuf4s50_1. The floorplan step defined a core boundary enclosing 3416 µm². STA lists the startpoint of the worst register-to-register path as state[4]. More flip-flops sit in one register than any other, and that register is state. The xor and xnor fraction of the mapped netlist area stands at 0. Per STA, the endpoint of the critical path is Z. The average wire length per cell after detail routing stands at 5.806 µm. The number of cells on the worst reg-to-reg path stands at 2. The actual slew at the worst max-slew pin stands at 0.2605 ns. The global-route wire length before repair stands at between 500 and 600 µm.

Per the final layout report, the fraction of cells sized above drive strength 1 comes to 0.2381. The number of resized instances in the post-cts repair step stands at 0. After synthesis, the share of cell area in mux cells is 0.

For this run the aggregate overflow at the end of global routing stands at 0. The cell count along the critical path stands at 1. The launch point of the critical path was reported as state[2]. Per the cell usage report, the commonest logic cells after layout are dfrtp_1, nor2_1, clkbuf_4, clkdlybuf4s50_1, and2_1.

The final weighted congestion in routability-driven placement stands at 0.5845. Adding up every negative setup slack in the final design gives 0 ns. The via density per instance stands at approximately 2. The final standard cell utilization of the core stands at 0.09121. The floorplan utilization stands at 0.05788.

Among the non-sequential cells, simple AND/OR/NAND/NOR gates take the most area. The critical path arrival stands at about 1.1 ns. The number of cell rows stands at 21. The CTS log lists the clock sinks for this run as 6. The maximum buffer depth of the clock tree stands at 2. After routing the design area is 311.5 µm². The worst setup path is launched from a flop. Total global-route track usage over all layers is 0.01325. The count of warnings emitted by yosys stands at 1. Synthesis produced 14 cells. The number of antenna violations at the first check in global routing stands at 0.

The count of H-tree levels built during CTS stands at 1. In this run the count of I/O pins placed on the die edge is 4. The final critical path time including I/O delays and setup stands at 1.422 ns. IR analysis of the VDD net gives a maximum drop of about 0.00017 V. The worst-skew pair later-pin latency stands at between 0.2 and 0.3 ns. The post-synthesis share of cell area spent on and, or, nand and nor gates stands at 0.1899.

The worst max-slew margin expressed relative to the limit stands at 0.8258. Of the available clock period, the critical path in the final layout requires 0.8889. The height of the die stands at 80 µm. Relative to the synthesized area, the layout overhead comes to 57.59%. STA classifies the critical path endpoint as an output port. The total number of vias stands at 134. Setup slack on the worst reg-to-reg path comes out at 0.80 ns. For this run, the script counts the antenna cells in the layout as 0.

The required time at the worst endpoint is listed as 1.28 ns. The final setup slack of the worst path stands at approximately 0.18 ns. Summing all placed instances gives a cell area of 285.3 µm².

The number of buffers inserted to repair setup after CTS stands at 0. The number of design rule violations left after detail routing stands at 0. The share of synthesized cell area in and-or and or-and compound cells stands at 0.04430.

The number of buffers and inverters on the critical path is 1. Setup repair after global routing left no endpoint under its margin. TritonCTS built the clock tree.

In the final layout, flip-flops and latches occupy ~150 µm². Between clock sinks in the finished design, the worst skew comes to 0.01022 ns. Including well taps, the total number of placed cells is 63. The total power divided by cell area stands at about 1100 nW/µm². The count of hold buffers inserted by post-cts repair stands at 0. Per the layout area report, the combinational gate area comes to 46.29 µm². The flip-flop count of the largest register, all copies and words added stands at 6. The worst hold slack stands at about 0.30 ns.

Across the run, the number of max-cap violations was 0. The static leakage power stands at 0.1240 nW. The number of clock buffers added by TritonCTS is 3. The number of cells reported by Yosys stat comes to 14. The final timing report lists a hold violation count of 0. The highest attainable clock frequency stands at 703.1 MHz.

Of all nets on the critical path, the largest fanout is 3. The pin count of the biggest net entering global routing stands at 7. The stage-log warning count stands at 25.

The count of nets left with antenna violations once routing finished came out at 0. The via count of the first global-routing pass stands at between 100 and 150. The stat command in Yosys gives a chip area of 197.7 µm². The post-synthesis register bit count stands at 6.

Looking at the setup timing report, the critical path kind is flop to output port. The first-pass detailed-route iteration total stands at 4. After the first detailed-routing iteration, the DRC count stood at 10. The tree is rooted in a clkbuf_4.

For reference, the post-synthesis area per instance comes to 14.12 µm². The finished layout holds 67 standard cells, fillers aside. STA lists the endpoint of the worst register-to-register path as state[0]. The final tally of setup violations stands at 0. The final timing report lists a max-slew violation count of 0. The clock slew at the register clock pins of the worst setup and hold paths stands at approximately 0.050 ns.

The total power stands at 0.3441 mW. The post-synth design cell area stands at 197.7 µm². Among all stages on the critical path, the maximum delay recorded is 0.47 ns. The library cell used most frequently in the layout, excluding fill and tap cells, is dfrtp_1. The flow ran to the end, and the final reports show no timing, DRC or antenna violations. Per the detailed-route log, wirelength across all metal layers totals 389 µm.

The worst slack after detailed placement stands at approximately 0.44 ns. The total die size stands at 6400 µm². The number of distinct library cells after synthesis stands at 7. For this run, the register share of the synthesized area comes to 0.7658.
-- layout make-up --
class	count	share of cell area
sequential	6	0.4859
tap	46	0.1847
multi-input combinational	8	0.1486
timing repair buffer	3	0.09639
clock buffer	4	0.08434
-- synth_stat cells, drive strengths merged --
library cell	instances	area [µm²]
and2	3	20.02
dfrtp	5	125.1
nor4	1	6.260
nor2	3	11.26
dfstp	1	26.28
o31a	1	8.760
-- where the power goes --
group          total, mW  switching [mW]  internal [mW]  leakage [nW]
Combinational     0.0209         0.00906         0.0118        0.0296
Clock              0.154          0.0595         0.0947        0.0150
Sequential         0.169         0.00504          0.164        0.0794
-- kinds of logic after synthesis --
kind of cell       count (synthesis)
and+or+nand+nor                    7
DFF                                6
AOI/OAI and AO/OA                  1
-- per-layer routing --
metal | wire length (µm) | global-route usage
met1 | 132 | 0.01210
met2 | 168 | 0.01525
met3 | 88 | 0.02045
met4 | 0 | 0.003521
met5 | 0 | 0
-- worst min-delay path by stage --
| stage | slack (ns) | to |
|---|---|---|
| after global routing | 0.31 | state[4] |
| final | 0.30 | state[4] |
| after CTS | 0.31 | state[4] |
Power and IR drop assume default switching activity.
