==> ./design.v <==
module clk_div_even (
    input   wire    clk,
    input   wire    rst_n,
    output  reg     clk_div
);
    parameter DIV   = 50000;
    parameter DIV_W = 15;
    reg [DIV_W-1:0] counter;
    always @(posedge clk, negedge rst_n) begin
        if (rst_n == 1'b0) begin
            counter <= 16'b0;
            clk_div <= 1'b0;
        end
        else if (counter == DIV/2-1) begin
            counter <= 16'b0;
            clk_div <= ~clk_div;
        end
        else 
            counter <= counter + 1'b1;
    end
endmodule
module clk_div_odd (
    input   wire    clk,
    input   wire    rst_n,
    output  wire    clk_div
);
    parameter DIV   = 15;
    parameter DIV_W = 4;
    reg [DIV_W-1:0] counter_p, counter_n;
    reg clk_div_p, clk_div_n;
    always @(posedge clk, negedge rst_n) begin
        if (rst_n == 1'b0) begin
            counter_p   <= 16'b0;
            clk_div_p   <= 1'b0;
        end 
        else if (clk_div_p == 0) begin
            if (counter_p == DIV/2) begin
                counter_p   <= 16'b0;
                clk_div_p   <= ~clk_div_p;
            end
            else
                counter_p   <= counter_p + 1;
        end
        else begin
            if (counter_p == DIV/2-1) begin
                counter_p   <= 16'b0;
                clk_div_p   <= ~clk_div_p;
            end
            else
                counter_p   <= counter_p + 1;
        end
    end
    always @(negedge clk, negedge rst_n) begin
        if (rst_n == 1'b0) begin
            counter_n   <= 16'b0;
            clk_div_n   <= 1'b0;
        end
        else if (clk_div_n == 0) begin
            if (counter_n == DIV/2) begin
                counter_n   <= 16'b0;
                clk_div_n   <= ~clk_div_n;
            end
            else
                counter_n   <= counter_n + 1;
        end
        else begin
            if (counter_n == DIV/2-1) begin
                counter_n   <= 16'b0;
                clk_div_n   <= ~clk_div_n;
            end
            else
                counter_n   <= counter_n + 1;
        end
    end
    assign clk_div = clk_div_p | clk_div_n;
endmodule
module clock_div(reset, clk_100MHz, clk_10MHz, clk_6667KHz);
    input reset, clk_100MHz;
    output clk_10MHz, clk_6667KHz;
    clk_div_even #(
        .DIV   		( 10     		),
        .DIV_W 		( 3     		))
    u_clk_div_even(
        .clk     		( clk_100MHz	),
        .rst_n   		( reset   		),
        .clk_div 		( clk_10MHz 	)
    );
    clk_div_odd #(
        .DIV   		( 15 		),
        .DIV_W 		( 4  		))
    u_clk_div_odd(
        .clk     		( clk_100MHz    ),
        .rst_n   		( reset   		),
        .clk_div 		( clk_6667KHz 	)
    );
endmodule
==> ./run.sh <==
#!/bin/bash
# OpenROAD 26Q1-2900-gdf79404cd8, Yosys 0.63+post, stock flow scripts
make -C /OpenROAD-flow-scripts/flow DESIGN_CONFIG=/design/flow/config.mk WORK_HOME=/design/flow/orfs finish
==> ./config.mk <==
export PLATFORM = sky130hd
export DESIGN_NAME = clock_div
export DESIGN_NICKNAME = clock_div
export VERILOG_FILES = /design/flow/design.v
export SDC_FILE = /design/flow/constraint.sdc
export NUM_CORES = 4
export LEC_CHECK = 1
export CORE_AREA = 10 10 70 70
export DIE_AREA = 0 0 80 80
==> ./constraint.sdc <==
current_design clock_div

set clk_period 2.6
set clk_io_pct 0.2

create_clock -name clk0 -period $clk_period [get_ports {clk_100MHz}]

set non_clock_inputs [all_inputs -no_clocks]
set_input_delay [expr $clk_period * $clk_io_pct] -clock clk0 $non_clock_inputs
set_output_delay [expr $clk_period * $clk_io_pct] -clock clk0 [all_outputs]
==> deck_impl_summary.md <==
Key Metrics from the Run

Logic synthesis
  – Main logic family after synthesis: simple AND/OR/NAND/NOR gates
  – EDFF count, synth: 0
  – Synth warn: 2
  – Synth async-reset ratio: 100%
  – Distinct lib cells: 18
  – XOR Share, Synth: 1.34%
  – Cell Area, Synth: 653 um^2
  – Synthesis area per yosys: 653 um^2
  – Number of cells in Yosys stat: 60
  – Area fraction in compound gates: 9.58%
  – Synth Instances: 60
  – Adder Share, Synth: 11.5%
  – Synthesized area per cell: 10.9 um^2
  – Simple Share, Synth: 14.8%
  – Flops & latches, synth: 14
  – Post-synth seq share: 53.6%
  – Dominant register cell: dfrtp_1
  – Mux frac, synth: 4.60%

Global route
  – Total global routing track utilization: 3.68%
  – GRT overflow: 0
  – First-pass GRT wire length: 1930 um
  – Vias in the first global route: 479
  – Largest net degree at the start of global routing: 9
  – Initial antenna violation count: 0

Die
  – Core ar.: 3420 um^2
  – Chip area: 6400 um^2
  – Fp_density: 19.1%
  – Die Wd: 80 um
  – Row count: 21
  – IO Count: 4
  – Die height: 80 um

Final timing
  – Slew Limit Headroom: 79.8%
  – Worst Tran Pin Value: 0.303 ns
  – Max-slew violation count: 0
  – RSZ-0062 raised after global routing: yes
  – Clock Skew: 0.00529 ns
  – Final Hold Vio Count: 0
  – # setup viols final: 1
  – Fin worst setup slack: -0.177 ns

Worst hold path
  – Worst Hold Class: register to register
  – Hold path cells: 1
  – Hold_sp: u_clk_div_odd.counter_n[0]
  – WHS Endpoint: u_clk_div_odd.counter_n[0]

Pwr
  – Peak VDD IR: 184 uV
  – Pwr Density: 464 nW/um^2
  – Leak Pwr: 0.408 nW

Detailed routing
  – Number of inserted diodes: 0
  – Routed WL: 1030 um
  – Initial DRT Pass Iterations: 2
  – Antenna Nets Post-Route: 0
  – Routed WL per cell: 8.83 um
  – DRC Markers: 0
  – Via count: 445
  – DRT iter0 DRCs: 9
  – Avg Vias per Cell: 3.80

Layout
  – Synthesis-to-finish area growth: 24.1%
  – Final Cell Area: 811 um^2
  – Top cells excl fill/tap: 9 x dfrtp_1, 8 x inv_1, 6 x ha_1
  – Layout fillers: 360
  – Share of cells above drive strength 1: 19.7%
  – Fin util: 23.7%
  – Most numerous logic cell after layout: dfrtp_1

Worst setup path
  – Critical Path RT: 2.08 ns
  – Worst Path Arrival: 2.26 ns
  – Setup crit end kind: output pin
  – RR Endpoint: u_clk_div_odd.counter_n[0]
  – R2R Path Start: u_clk_div_odd.clk_div_n
  – Startpoint class of the critical path: register
  – Reg-to-reg slack, setup: 1.40 ns
  – Crit path kind: register to output pin
  – Max FO, Critical Path: 2
  – R2R depth: 6

Status
  – Outcome: finished with violations
  – Violated checks: setup timing

CTS
  – CTS Buffer Depth: 2
  – CTS Sinks: 14
  – Cts hold-fix bufs: 0
  – H-tree depth: 1
  – CTS Root Cell: clkbuf_4
  – CTS tree: built
  – Clock latency (worst-skew pair): 0.27 ns
  – Clock-pin slew on the worst setup and hold paths: 0.06 ns
  – CTS Buf Count: 3

Flow run
  – Tool warnings: 30
  – Maxcap violations: 0

Place
  – DP Wirelength: 762 um
  – Post-Place Cell Area: 756 um^2
  – GPL Wtd Cong: 0.699
  – # port buffers: 3
  – Dpl ws: -0.228 ns
==> logic make-up (layout without fill, tap and decap cells) <==
group,count (synthesis),in the layout
fa+ha+maj,6,6
buf+inv,8,19
flops,14,14
mux,3,3
simple gates,17,17
compound gates,11,11
xor+xnor,1,1
==> cell usage after synthesis, types with 2 or more instances <==
| master | n | area share [%] |
|---|---|---|
| ha_1 | 6 | 11 |
| inv_1 | 8 | 4.6 |
| o21ai_0 | 2 | 1.5 |
| mux2i_1 | 3 | 4.6 |
| dfrtn_1 | 5 | 19 |
| and3_1 | 2 | 1.9 |
| o211ai_1 | 2 | 2.3 |
| dfrtp_1 | 9 | 34 |
| a21oi_1 | 3 | 2.3 |
| a31oi_1 | 2 | 1.9 |
| o21ai_1 | 2 | 1.5 |
| nand3_1 | 2 | 1.5 |
| nand2_1 | 3 | 1.7 |
| nor2b_2 | 4 | 5.4 |
| nor2_1 | 4 | 2.3 |
==> through the flow <==
stage,std cells,total power [W],setup TNS (ns),hold WS (ns)
floorplan,60,0.000222,0,0.224
detailed placement,111,0.000229,-0.228,0.401
global placement,111,0.000229,-0.236,0.391
global route,117,0.000392,-0.211,0.422
finish,117,0.000376,-0.177,0.395
CTS,116,0.000380,-0.166,0.402
==> sequential cells by signal (all words and copies together), names as in the netlist <==
signal and cells:
u_clk_div_odd.clk_div_p 1, u_clk_div_odd.counter_n 4, u_clk_div_odd.clk_div_n 1, u_clk_div_odd.counter_p 4, u_clk_div_even.counter 3, u_clk_div_even.clk_div 1
==> critical path: stages, from the launching register on <==
cell and delay, ns:
dfrtn_1 0.35, or2_4 0.23, buf_6 0.10
==> layout make-up <==
type	instances	area [um^2]	area share, %
sequential	14	350	43.2
inverter	8	30.0	3.70
timing repair buffer	7	61.3	7.56
multi-input combinational	38	275	34.0
clock buffer	4	36.3	4.48
tap	46	57.6	7.10
==> report_power, final <==
group          switching, W  internal (W)   total [W]  leakage [nW]
logic            0.00000426    0.00000230  0.00000656         0.223
registers                 0      0.000218    0.000218         0.164
clock network     0.0000664     0.0000851    0.000152        0.0210
==> worst max-delay path by stage <==
stage	startpoint	endpoint	slack, ns
4_1_cts	u_clk_div_odd.clk_div_n	clk_6667KHz	-0.17
5_1_grt	u_clk_div_odd.clk_div_n	clk_6667KHz	-0.21
6_report	u_clk_div_odd.clk_div_n	clk_6667KHz	-0.18
==> metal layers <==
layer  global-route usage, %  part of all wire (%)  up-vias
li1                        -                     -      222
met1                    4.05                    47      214
met3                    2.27                   9.3        2
met5                       0                     0        -
met4                   0.704                   1.1        0
met2                    5.94                    42        7
==> what timing repair did <==
item | in CTS | in global routing
endpoints found under the setup margin | 1 | 1
setup buffers | 1 | 1
resized | 4 | 1
pin swaps | 1 | 0
Power and IR drop assume default switching activity.
