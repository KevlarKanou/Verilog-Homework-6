### flow/run.sh
#!/bin/bash
# OpenROAD 26Q1-2900-gdf79404cd8, Yosys 0.63+post, stock flow scripts
make -C /OpenROAD-flow-scripts/flow DESIGN_CONFIG=/design/flow/config.mk WORK_HOME=/design/flow/orfs finish
### flow/config.mk
export PLATFORM = sky130hd
export DESIGN_NAME = lock
export DESIGN_NICKNAME = lock
export VERILOG_FILES = /design/flow/design.v
export SDC_FILE = /design/flow/constraint.sdc
export NUM_CORES = 4
export LEC_CHECK = 1
export CORE_AREA = 10 10 98 98
export DIE_AREA = 0 0 108 108
### flow/design.v
module lock(clk, reset, b1, b2, b3, b4, open, error);
    input clk, reset, b1, b2, b3, b4;
    output open, error;
    parameter   IDLE    = 3'd0,
                S1      = 3'd1,
                S2      = 3'd2,
                S3      = 3'd3,
                S4      = 3'd4,
                OPEN    = 3'd5,
                ERROR   = 3'd6;
    reg [15:0]  buffer;
    reg [2:0]   state, next_state;
    reg [3:0] in;
    always @(*) begin
        case ({b1, b2, b3, b4})
            4'b1000 :
                in = 4'h1;
            4'b0100 :
                in = 4'h2;
            4'b0010 :
                in = 4'h3;
            4'b0001 :
                in = 4'h4;
            default :
                in = 4'b0;
        endcase
    end
    always @(posedge clk, negedge reset) begin
        if (reset == 1'b0)
            state <= IDLE;
        else 
            state <= next_state;
    end
    always @(posedge clk, negedge reset) begin
        if (reset == 1'b0)
            buffer <= 16'h0;
        else if ((state == OPEN) || (state == ERROR))
            buffer <= 16'h0;
        else if (in != 4'b0)
            buffer <= {buffer[11:0], in};
    end
    always @(*) begin
        case (state)
            IDLE :
                if (in != 4'b0)
                    next_state = S1;
                else
                    next_state = IDLE;
            S1 :
                if (in != 4'b0)
                    next_state = S2;
                else
                    next_state = S1;
            S2 :
                if (in != 4'b0)
                    next_state = S3;
                else
                    next_state = S2;
            S3 :
                if (in != 4'b0)
                    next_state = S4;
                else
                    next_state = S3;
            S4 :
                if ((buffer == 16'h2431) || (buffer == 16'h1443))
                    next_state = OPEN;
                else
                    next_state = ERROR;
            OPEN :
                next_state = OPEN;
            ERROR :
                next_state = ERROR;
            default: 
                next_state = IDLE;
        endcase
    end
    assign open = (state == OPEN) ? 1'b1 : 1'b0;
    assign error = (state == ERROR) ? 1'b1 : 1'b0;
endmodule
### flow/constraint.sdc
current_design lock

set clk_period 2.6
set clk_io_pct 0.2

create_clock -name clk0 -period $clk_period [get_ports {clk}]

set non_clock_inputs [all_inputs -no_clocks]
set_input_delay [expr $clk_period * $clk_io_pct] -clock clk0 $non_clock_inputs
set_output_delay [expr $clk_period * $clk_io_pct] -clock clk0 [all_outputs]
==> out/qor.json <==
{
  "place_worst_setup_slack": {"value": 0.3431, "unit": "ns"},
  "rows": {"value": 32},
  "cts_buffer_depth": {"value": 2},
  "synth_warnings": {"value": 1},
  "layout.cells.most_common_list": {"value": "18 x dfrtp_1, 14 x nand2_1, 9 x mux2i_1"},
  "endpoint_kind": {"value": "flip-flop"},
  "hold_viol_final": {"value": 0},
  "coreArea": {"value": 7647, "unit": "sq um"},
  "simple_gate_area_share": {"value": 17.81, "unit": "%"},
  "timing_max_transition_violations_final": {"value": 0},
  "power.density": {"value": 657.0, "unit": "nW/um^2"},
  "slowest_stage": {"value": "clkdlybuf4s50_1"},
  "start_kind": {"value": "input pin"},
  "io-pin-count": {"value": 8},
  "totalNegativeSetupSlack": {"value": 0, "unit": "ns"},
  "ys_seq_share": {"value": 53.44, "unit": "%"},
  "post_route_cells_drive_above_1_share": {"value": 16.48, "unit": "%"},
  "dpl.cell_count": {"value": 189},
  "drv.max_cap_violation_count": {"value": 0},
  "setup_viol_count_final": {"value": 0},
  "cells_traversed_along_the_worst_timing_path": {"value": "clkdlybuf4s50_1 -> nor3_2 -> nor3_2 -> a21oi_2 -> buf_4 -> mux2i_1"},
  "post_cts.resized_instances": {"value": 0},
  "yosys.area.top_type": {"value": "dfrtp_1"},
  "comb_area": {"value": 389.1, "unit": "sq um"},
  "fin_ws": {"value": 0.6256, "unit": "ns"},
  "logic_family": {"value": "simple AND/OR/NAND/NOR gates"},
  "power_leakage": {"value": 0.5224, "unit": "nW"},
  "cts_sinks": {"value": 19},
  "grt_pass1_vias": {"value": 603},
  "tritoncts": {"value": "done"},
  "crit_required": {"value": 2.78, "unit": "ns"},
  "ir_drop": {"value": 0.1443, "unit": "mV"},
  "synth.cellmix.adderShare": {"value": 1.262, "unit": "%"},
  "cts.clk_slew.worst_paths": {"value": 0.07, "unit": "ns"},
  "drc_errors": {"value": 0},
  "stage_log_warnings": {"value": 25},
  "chip_area": {"value": 11660, "unit": "sq um"},
  "final_cell_count_no_fill": {"value": 193},
  "num_antenna_cells": {"value": 0},
  "postSynthCellCount": {"value": 80},
  "worst_slew_margin_relative_to_its_limit": {"value": 51.37, "unit": "%"},
  "cts.hold.buffers_added": {"value": 0},
  "initial_utilization": {"value": 11.67, "unit": "%"},
  "ys_cells": {"value": 80},
  "clkLatencyLatePin": {"value": 0.25, "unit": "ns"},
  "vias": {"value": 616},
  "grt_antenna_before_repair": {"value": 0},
  "hold_class": {"value": "reg2reg"},
  "route.antenna.remaining_nets": {"value": 0},
  "cpMostUsedCell": {"value": "nor3_2"},
  "die_width": {"value": 108, "unit": "um"},
  "drt_wl_total": {"value": 1654, "unit": "um"},
  "avgSynthCellArea": {"value": 11.15, "unit": "sq um"},
  "tightest_slew": {"value": 0.7267, "unit": "ns"},
  "synth.area.top_cells": {"value": "dfrtp_1 50%, mux2i_1 10%, nand2_1 5.9%, mux2_2 3.8%, dfstp_2 2.9%"},
  "filler_instances": {"value": 834},
  "clockRootBuffer": {"value": "clkbuf_8"},
  "cp_max_fo": {"value": 10},
  "post-route-cell-area": {"value": 1136, "unit": "sq um"},
  "criticalPathCategory": {"value": "in2reg"},
  "layout.cells.most_common": {"value": "dfrtp_1"},
  "global_route.usage.total": {"value": 2.888, "unit": "%"},
  "number_of_flip_flops_and_latches_in_the_synthesized_netlist": {"value": 19},
  "detailedRoute.firstPassIterationCount": {"value": 4},
  "cts_setup_buffers": {"value": 0},
  "grt_pass1_wl": {"value": 2829, "unit": "um"},
  "die_height": {"value": 108, "unit": "um"},
  "synthAoiAreaFrac": {"value": 10.66, "unit": "%"},
  "synthesis.area": {"value": 892.1, "unit": "sq um"},
  "num_cts_buffers": {"value": 3},
  "postPlaceCellArea": {"value": 1090, "unit": "sq um"},
  "layout_worst_path_cycle_share": {"value": 75.94, "unit": "%"},
  "synth.yosys.chip_area": {"value": 892.1, "unit": "sq um"},
  "dr.first_iter.drc_count": {"value": 12},
  "synth.lib_cells_used.distinct": {"value": 27},
  "worstPathArrival": {"value": 2.15, "unit": "ns"},
  "finalClockSkew": {"value": 0.002740, "unit": "ns"},
  "xor_share": {"value": 0, "unit": "%"},
  "critical-path-max-stage-delay": {"value": 0.52, "unit": "ns"},
  "detail_route.wl_per_cell": {"value": 8.570, "unit": "um"},
  "overflow": {"value": 0},
  "pin_count_of_the_biggest_net_entering_global_routing": {"value": 20},
  "run_status": {"value": "finished, final reports clean"},
  "areaGrowthSynthToFinish": {"value": 27.35, "unit": "%"},
  "via_per_inst": {"value": 3.192},
  "maxClockFrequency": {"value": 506.5, "unit": "MHz"},
  "detailedPlacementHpwl": {"value": 1237, "unit": "um"},
  "layout.area.seq": {"value": 476.7, "unit": "sq um"},
  "yosysTopAreaCellShare": {"value": 50.49, "unit": "%"},
  "setup_repair_after_global_routing_missed_its_margin": {"value": "false"},
  "report.power.total": {"value": 746.4, "unit": "uW"},
  "port_buffers": {"value": 7},
  "cts_max_level": {"value": 1},
  "yosys-mux-area-fraction": {"value": 13.88, "unit": "%"},
  "timing.reg2reg.setup_slack": {"value": 1.02, "unit": "ns"},
  "finalWorstPathRequiredPeriod": {"value": 1.974, "unit": "ns"},
  "globalplace.congestion": {"value": 0.7312}
}
-- metal layers --
layer	track usage (%)	vias to the layer above	wire length (um)
met5	0	-	0
met4	0.7634	0	23
met3	1.084	2	83
met2	4.397	3	768
met1	3.781	305	779
li1	-	306	-
-- logic make-up after synthesis --
kind of cell / Yosys count
fa+ha+maj: 1
compound gates: 15
flops: 19
simple gates: 28
buf+inv: 5
mux: 12
-- synth_stat cells (all sizes together) --
| master | instances |
|---|---|
| nor3 | 3 |
| o2111ai | 1 |
| o21ai | 4 |
| mux2 | 3 |
| and2 | 1 |
| nand4bb | 1 |
| a21o | 3 |
| dfstp | 1 |
| nor3b | 2 |
| inv | 3 |
| nor2b | 1 |
| dfrtp | 18 |
| or4bb | 1 |
| nor2 | 1 |
| nor4b | 1 |
| mux2i | 9 |
| o21bai | 1 |
| maj3 | 1 |
| clkbuf | 1 |
| or2 | 1 |
| or3 | 2 |
| buf | 1 |
| a21oi | 4 |
| nand2 | 14 |
| a31oi | 2 |
-- worst max-delay path, delay by kind of cell --
kind	cells	cell delay [ns]
buffers and inverters	2	0.78
and+or+nand+nor	2	0.44
AOI/OAI and AO/OA	1	0.22
muxes	1	0.20
-- layout make-up --
| class | count | area share (%) |
|---|---|---|
| clock inverter | 1 | 0.4405 |
| sequential | 19 | 41.96 |
| inverter | 3 | 0.9912 |
| tap | 102 | 11.23 |
| timing repair buffer | 9 | 7.489 |
| clock buffer | 3 | 3.634 |
| multi-input combinational | 56 | 34.25 |
-- report_power, final --
| group | leakage (nW) | internal (mW) | switching (mW) |
|---|---|---|---|
| clock | 0.0255 | 0.106 | 0.0936 |
| sequential | 0.227 | 0.361 | 0.0470 |
| combinational | 0.270 | 0.0687 | 0.0702 |
-- worst paths after layout --
check / cells after the start / from / endpoint
max: 6 / b2 / buffer[5]$_DFFE_PN0P_
min reg2reg: 1 / state[1]$_DFF_PN0_ / state[3]$_DFF_PN0_
min: 1 / state[1]$_DFF_PN0_ / state[3]$_DFF_PN0_
max in group asynchronous: 2 / reset / state[0]$_DFF_PN1_
max reg2reg: 4 / buffer[4]$_DFFE_PN0P_ / state[3]$_DFF_PN0_
min in group asynchronous: 2 / reset / buffer[13]$_DFFE_PN0P_
-- metrics by stage --
stage / utilization, % / hold slack (ns)
floorplan: - / 0.2244
global placement: 14.25 / 0.4635
detailed placement: 14.25 / 0.4735
CTS: 14.86 / 0.4903
global route: 14.86 / 0.5071
finish: 14.86 / 0.4845
No activity file was given, so power comes from the tool's default toggle rates.
